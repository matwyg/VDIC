`/design/flow/run.sh`:
```
#!/bin/bash
# OpenROAD 26Q1-2900-gdf79404cd8, Yosys 0.63+post, stock flow scripts
make -C /OpenROAD-flow-scripts/flow DESIGN_CONFIG=/design/flow/config.mk WORK_HOME=/design/flow/orfs finish
```
`/design/flow/config.mk`:
```
export PLATFORM = sky130hd
export DESIGN_NAME = counter
export DESIGN_NICKNAME = counter
export VERILOG_FILES = /design/flow/design.v
export SDC_FILE = /design/flow/constraint.sdc
export NUM_CORES = 4
export LEC_CHECK = 1
export CORE_AREA = 10 10 70 70
export DIE_AREA = 0 0 80 80
```
`/design/flow/constraint.sdc`:
```
current_design counter

set clk_period 1.0
set clk_io_pct 0.2

create_clock -name clk0 -period $clk_period [get_ports {clk}]

set non_clock_inputs [all_inputs -no_clocks]
set_input_delay [expr $clk_period * $clk_io_pct] -clock clk0 $non_clock_inputs
set_output_delay [expr $clk_period * $clk_io_pct] -clock clk0 [all_outputs]
```
`/design/flow/design.v`:
```
module counter(
		input wire clk,
		input wire reset,
		input wire enable,
		output reg [3:0] q
	);
	always @(posedge clk) begin
		if(reset)
			q <= 0;
		else
			if(enable)
				q <= q + 1;
	end
endmodule
```
==> flow_summary.toml <==
# physical design summary
[drt]
wl_per_cell_um = 7.50
antenna_left = 0
drcViolationCount = 0
diodes = 0
vias = 170
drtIter0Drc = 13
vias_per_cell = 2.18
finalWirelength_um = 585
firstDrtPassIters = 4

[synth]
yosys.area_share.aoi = 0.0839
ys_types = 11
synthArstFlopShare = 0
edf_count = 0
ys.flops = 4
ys_cells = 16
ys_chip_area_um2 = 179
mux_share = 0.140
top_cell = "dfxtp_1"
synth.top_cell.area_share = 0.448
ys_seq_share = 0.448
syn_area_um2 = 179
adder_share = 0.0699
simple_gate_share = 0.210
synthTopCellsByCount = "dfxtp_1, nor2_1"
syn_area_per_cell_um2 = 11.2
netlist_instances = 16
yosys_warnings = 1
yosys.area.top_type = "dfxtp_1"
area_leaders = "dfxtp_1, mux2_4, ha_1, nand4_2, nor2_1"
xor_share = 0.0490
synth_top_flop_cell = "dfxtp_1"
logic_family = "simple AND/OR/NAND/NOR gates"

[power_and_ir_drop]
peakVddDrop_v = 0.000230
combPwrFrac = 0.194
total_power_mw = 0.479
p_int_mw = 0.360
powerDensity_nw_per_um2 = 1180
p_leak_nw = 0.170
power_switching_mw = 0.119
clkPwrFrac = 0.435
seq_power_share = 0.371
swShare = 0.249

[floorplanning]
fp_util = 0.0524
die_y_um = 80
core_um2 = 3420
io_pins = 7
die_x_um = 80
core.rowCount = 21
dieArea_um2 = 6400

[placed_design]
portBuffers = 6
dp_slack_ns = -0.201
dpl-instance-area_um2 = 349
hpwl_um = 433
globalplace.congestion = 0.642
place_inst = 75

[setup_path]
crit_cells = 1
r2r_slack_ns = 0.04
cp-endpoint = "q[2]"
rr_endpoint = "q[1]"
cp_num_buf_inv = 1
r2r_cells = 4
slowest_stage = "dfxtp_2"
critPathLaunch = "q[2]"
critPathTopFamily = "flip-flops"
path_cells = "dlygate4sd2_1"
cp_max_fo = 2
start_kind = "flip-flop"
crit_required_ns = 0.80
worst-setup-path-type = "reg2out"
cp_slowest_stage_delay_ns = 0.31
endpoint_kind = "output pin"
reg2reg_from = "q[1]"
cp_data_arrival_time_ns = 0.78

[timing]
finalSetupViolCount = 0
relSlewSlack = 0.900
fin_tns_setup_ns = 0
hold_slack_ns = 0.357
rsz0062_at_grt = "true"
maxSlewViolCount = 0
timing.fmax_mhz = 1030
post-route-period-util = 0.976
worst_slew_pin_slew_ns = 0.149
fin_crit_ns = 0.976
skew_ns = 0.00553
hold_viol_final = 0
setup_slack_ns = 0.0244

[clocking]
insertion_delay_ns = 0.24
clock_path_buffers = 2
clk_pin_slew_ns = 0.04
post-cts-setup-buffers = 0
root_buffer = "clkbuf_4"
htreeDepth = 1
cts_num_sinks = 4
hold_buffers = 0
cts_tree = "done"
cts-buffers-inserted = 3

[layout]
fillCellCount = 402
comb_area_um2 = 124
fin_cells = 78
regMostFlops = "q"
final_area_um2 = 405
largest_reg_flops = 4
top_regs = "q (4)"
drive_gt1_frac = 0.625
area_growth_pct = 127
seqCellArea_um2 = 85.1
fin_util = 0.119

[hold_path]
hold_class = "in2reg"

[grt]
grt_remaining_overflow = 0
grt_max_degree = 5
grt_pass1_vias = 192
grt_pass1_wl_um = 959
grt_usage = 0.0206
antenna_found_initial = 0

[flow_run]
tool_warnings = 27
max_cap_violations = 0

[outcome]
outcome = "finished, final reports clean"
[per-layer routing]
layer | vias up | wire length (µm) | track usage
met5 | - | 0 | 0
met4 | 0 | 0 | 0.00176
met3 | 0 | 150 | 0.0307
met2 | 8 | 203 | 0.0233
met1 | 74 | 230 | 0.0213
li1 | 88 | - | -
[final cells by class]
type / instances / area share
multi-input combinational: 12 / 0.306
timing repair buffer: 13 / 0.287
sequential: 4 / 0.210
clock buffer: 3 / 0.0556
tap: 46 / 0.142
[cell usage in the layout, fill, tap and decap left out, drive strengths merged]
master,count
buf,7
dfxtp,4
clkbuf,4
nor2,3
clkdlybuf4s15,2
mux2i,1
xnor2,1
a21bo,1
nand3b,1
a21oi,1
nor2b,1
nand4,1
mux2,1
ha,1
dlymetal6s2s,1
clkdlybuf4s50,1
dlygate4sd2,1
[power by group through the flow]
stage	sequential [mW]	combinational [mW]	clock, mW
6_report	0.178	0.0930	0.209
5_1_grt	0.178	0.104	0.225
4_1_cts	0.175	0.0857	0.216
[cell families (layout without fill, tap and decap cells)]
group | Yosys count | in the layout
and+or+nand+nor | 6 | 6
DFF | 4 | 4
buffers and inverters | 0 | 16
xor gates and xnor gates | 1 | 1
AOI/OAI and AO/OA | 2 | 2
adders and majority gates | 1 | 1
muxes | 2 | 2
[how the worst min path moves through the flow]
| stage | slack [ns] | cells past startpoint | startpoint | endpoint |
|---|---|---|---|---|
| final | 0.36 | 3 | enable | q[3] |
| after global routing | 0.38 | 3 | enable | q[3] |
| after CTS | 0.61 | 3 | q[2] | q[2] |
[timing repair]
item                                    in CTS  in global routing
gates resized                               12                  7
pin swaps                                    1                  5
endpoints found under the hold margin        0                  0
endpoints found under the setup margin       6                  3
